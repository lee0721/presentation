==> design.v <==
module reg_file( clk, RegWrite, RN1, RN2, WN, WD, RD1, RD2 );
	input clk;
	input RegWrite;
	input[4:0] RN1, RN2, WN;
	input[31:0] WD;
	output[31:0] RD1, RD2;
	reg[31:0] RD1, RD2;
	reg[31:0] file_array[31:1];
	always @( RN1 or file_array[RN1] ) begin   
		if ( RN1 == 0 )
			RD1 = 32'd0;
		else
			RD1 = file_array[RN1];
		$display( "%d, reg_file[%d] => %d (Port 1)", $time/10, RN1, RD1);
	end
	always @( RN2 or file_array[RN2] ) begin
		if ( RN2 == 0 )
			RD2 = 32'd0;
		else
			RD2 = file_array[RN2];
		$display( "%d, reg_file[%d] => %d (Port 2)", $time/10, RN2, RD2);
	end
	always @( posedge clk ) begin
		if ( RegWrite && (WN != 0) ) begin
			file_array[WN] <= WD;
			$display( "%d, reg_file[%d] <= %d (Write)", $time/10, WN, WD);
		end
	end
endmodule
==> run.sh <==
#!/bin/bash
# OpenROAD 26Q1-2900-gdf79404cd8, Yosys 0.63+post, stock flow scripts
make -C /OpenROAD-flow-scripts/flow DESIGN_CONFIG=/design/flow/config.mk WORK_HOME=/design/flow/orfs finish
==> config.mk <==
export PLATFORM = sky130hd
export DESIGN_NAME = reg_file
export DESIGN_NICKNAME = reg_file
export VERILOG_FILES = /design/flow/design.v
export SDC_FILE = /design/flow/constraint.sdc
export NUM_CORES = 4
export LEC_CHECK = 1
export CORE_UTILIZATION = 50
==> constraint.sdc <==
current_design reg_file

set clk_period 5.7
set clk_io_pct 0.2

create_clock -name clk0 -period $clk_period [get_ports {clk}]

set non_clock_inputs [all_inputs -no_clocks]
set_input_delay [expr $clk_period * $clk_io_pct] -clock clk0 $non_clock_inputs
set_output_delay [expr $clk_period * $clk_io_pct] -clock clk0 [all_outputs]
==> results.txt <==
yosys + openroad results -> Die Y=307 µm, IO Port Bufs=112, number of enable flip-flop cells=992, minimum clock period after layout=5.08 ns, slowest stage cell, crit path=nor2_4, worst hold margin=1.28 ns, Post-Synth AOI/OAI Area=5.17%, top cells by area=edfxtp_1, mux4_2, mux2i_1, GR Util met1=45.8%, largest register by flop count=file_array, CTS max path bufs=3, max frequency=197 MHz, H-tree depth=3, dpl cells=3,946, max-cap violation count=0, Synth Flop Type=edfxtp_1, total power draw=16.5 mW, MUX area fraction=24.6%, worst vdd ir=0.250 mV, HP Class=input pin to flop, #FFs+latches synth=992, WHS Path Cells=2, gr busiest metal=met2, Yosys Chip Area=0.0465 mm², YS warnings=3, fin crit share=89.1%, Final setup viols=0, CP Cell Sequence=buf_4 > nor2_4 > buf_4 > buf_4 > a22oi_1 > nand3_1 > nand4_1 > clkdlybuf4s50_1, vias in the first global route=30,400, met3 usage=25.5%, CP arrival=3.94 ns, clock slew at reported path FFs=0.06 ns, vias=27,400, Final Instance Area=0.0536 mm², CTS tree=yes, max reg flops=992, 1st-iter DRT viols=1,940, top cells by count=edfxtp_1, mux4_2, mux2i_1, measured slew at the worst slew-check pin=0.978 ns, asr flop ratio synth=0%, slack of the critical path=0.623 ns, DP Worst Slack=0.650 ns, root buffer cell=clkbuf_16, Cell variety after synth=38, setup TNS=0 ns, synthesized cell area=0.0465 mm², Area after DPL=0.0502 mm², # IOs=113, CP max FO=22, largest registers=file_array: 992 flops, core area=0.0919 mm², Worst EP required=4.56 ns, Final Hold Violating Endpoints=0, cts hold-fix bufs=0, Worst setup SP type=input pin, first-pass detailed-route iteration total=5, yosys simple share=3.85%, Crit path max-delay family=buffers and inverters, Leak=17.9 nW, Syn Area/Cell=17.9 µm², Power Density=307 mW/mm², RSZ-0062 raised after global routing=false, final std cells w/o fill=4,144, Final ANT Viol Nets=0, first-pass GRT wire length=208,000 µm, largest net degree at the start of global routing=58, worst path bufs/invs=4, CTS buffer count=108, Net Switching=3.68 mW, Synth area leader=edfxtp_1, GP Congestion=0.889, Final Core Density=58.3%, Clock power frac=41.2%, Max-area cell share=64.1%, Core Rows=111, sw frac=22.4%, initial antenna violation count=3, grt ovf=0, Slew Viols, Final=0, CTS Sinks=992, max incr delay on CP=0.72 ns, sequential share of the synthesized area=64.1%, Seq pwr share=49.5%, adder share=0%, Final HPWL DP=86,800 µm, count leader, synth=edfxtp_1, GRT Total Usage=35.1%, Post-Route WL=144,000 µm, Top logic family=multiplexers, Die W=307 µm, internal power=12.8 mW, max_slew headroom=34.7%, Critical Path Stages=8, OpenROAD warning count=25, Crit. End Element=primary output, vias per inst=6.61, starting density of the core=50.6%, routed wire length per instance=34.8 µm, critical path's most frequent cell=buf_4, area grow syn2layout=15.2%, Gate Count Post-Synth=2,601, xor/xnor share=0%, status=completed, setup bufs post-CTS=0, ys cells=2,601, Combinational Power Share=9.3%, share of cells above drive strength 1=26.4%, met2 usage=49.4%, DIE AREA=0.0942 mm², Setup Crit Path Kind=input pin to primary output, DRC=0, post-cts gate resize count=0
area by class of cell:
cell class | instances | area [µm²]
diodes | 1 | 2.50
multi-input cells | 1404 | 15900
flip-flops and latches | 992 | 29800
well taps | 1243 | 1560
inverters | 1 | 3.75
repair buffers | 306 | 2900
fillers | 6708 | 38400
clock buffers | 141 | 2930
clock inverters | 56 | 479
layout by cell type (no fill, tap or decap), types with 19 or more instances in the layout:
cell type        netlist  routed
clkinv_2               0      19
nor2_4                 0      32
clkbuf_16              0     113
nand2_1               89      89
buf_4                 31     171
mux4_2               339     339
clkinv_1               0      26
clkdlybuf4s50_1        0     104
nor2b_1               36      31
a311o_1               31      31
and2_1                34      33
buf_12                 1      25
nor2_1               115      82
a22o_1                45      45
mux2_2                34      34
mux2i_1              316     316
a211o_1               31      31
a21oi_1               68      68
edfxtp_1             992     992
a22oi_1               92      92
clkbuf_1              85      28
nand3_1               52      52
per-layer routing:
layer / up-vias / part of all wire (%)
li1: 11300 / -
met1: 13700 / 32
met2: 1990 / 46
met3: 333 / 17
met4: 11 / 4.0
met5: - / 0.14
cell families after synthesis:
family          count (synthesis)
mux                           698
flops                         992
compound gates                332
simple gates                  374
buf+inv                       205
power groups by stage:
stage	Combinational [mW]	Clock, mW	Sequential (mW)
5_1_grt	1.62	7.15	8.16
6_report	1.53	6.78	8.15
4_1_cts	1.53	6.87	8.15
worst paths after layout:
path | endpoint | startpoint
max | RD1[16] | RN1[1]
min | file_array[15][31]$_DFFE_PP_ | WD[31]
No activity file was given, so power comes from the tool's default toggle rates.
